==> run.sh <==
#!/bin/bash
# OpenROAD 26Q1-2900-gdf79404cd8, Yosys 0.63+post, stock flow scripts
make -C /OpenROAD-flow-scripts/flow DESIGN_CONFIG=/design/flow/config.mk WORK_HOME=/design/flow/orfs finish
==> constraint.sdc <==
current_design m68kdecoder

set clk_period 5.1
set clk_io_pct 0.2

create_clock -name clk0 -period $clk_period [get_ports {clk16}]

set non_clock_inputs [all_inputs -no_clocks]
set_input_delay [expr $clk_period * $clk_io_pct] -clock clk0 $non_clock_inputs
set_output_delay [expr $clk_period * $clk_io_pct] -clock clk0 [all_outputs]
==> design.v <==
`timescale 1ns/1ns
module m68kdecoder(
    input reset_n,
    input clk50,
    input clk16,
    inout dtack_n,
    input rw,
    output wire oe_n,
    input as_n,
    input lds_n,
    input uds_n,
    inout berr_n,
    output wire ram_ce_n,
    output wire eeprom_lds_n,
    output wire eeprom_uds_n,
    output clk_from_cpld,
    input boot,
    input dtack_trig,
    input [23:13] addr,
    output reg [3:0] cs,
    output wire iack_addr
);
localparam
    DEV_NONE    = 0,
    DEV_EEPROM  = 1,
    DEV_RAM     = 2,
    DEV_VT      = 3,
    DEV_PIC     = 4,
    DEV_OTHER   = 5;
wire [23:0] a = { addr[23:13], 13'd0 };
wire ds_n = uds_n & lds_n;
assign oe_n = boot ? 1'b1 : ~rw;
assign eeprom_lds_n = (cs == DEV_EEPROM) ? lds_n : 1'b1;
assign eeprom_uds_n = (cs == DEV_EEPROM) ? uds_n : 1'b1;
assign ram_ce_n = (cs == DEV_RAM) ? uds_n & lds_n : 1'b1;
assign iack_addr = (addr[19:16] == 4'b1111);
reg eeprom_at_zero_n;  
always @(*) begin
    cs = DEV_NONE;
    if( ~as_n ) begin
        if( a < 'h00_4000 && ((~eeprom_at_zero_n && rw) || boot) ) begin
            cs = DEV_EEPROM;
        end else if( a < 'h10_0000 ) begin
            cs = DEV_RAM;
        end else if( a < 'h10_4000 ) begin
            cs = DEV_EEPROM;
        end else if( a < 'h11_0000 ) begin
            cs = DEV_VT;
        end else if( a < 'h12_0000 ) begin
            cs = DEV_PIC;
        end else begin
            if( boot ) begin
                cs = DEV_NONE;
            end else begin
                cs = DEV_OTHER;
            end
        end
    end
end
always @(posedge clk16)
begin
    if( ~reset_n ) begin
        eeprom_at_zero_n <= 1'b0;
    end else if( a < 'h00_4000 && ~eeprom_at_zero_n && ~rw && ~boot ) begin
        eeprom_at_zero_n <= 1'b1;
    end
end
assign berr_n = as_n ? 1'b1 : ( cs != DEV_NONE );
reg [1:0] state;
reg [1:0] next_state;
localparam IDLE = 2'd0, COUNT = 2'd1, DTACK = 2'd2;
reg [2:0] dtack_counter;  
reg [2:0] next_dtack_counter;
reg dtack_reg;  
assign dtack_n = state == 'd0 ? 1'bz : dtack_reg;
reg [1:0] dtack_trig_old;
always @(posedge clk16) dtack_trig_old[1:0] <= { dtack_trig_old[0], dtack_trig };
wire dtack_trig_pe = (dtack_trig_old[1:0] == 2'b01);  
always @(posedge clk16)
begin
    state <= next_state;
    dtack_counter <= next_dtack_counter;
    if( ~reset_n || as_n ) begin
        state <= 'd0;
    end
end
always @(*)
begin
    next_state = state;
    next_dtack_counter = dtack_counter;
    dtack_reg = 1'b1;
    case( state )
        IDLE: begin  
            if( boot ) begin
                if( dtack_trig_pe ) begin
                    next_dtack_counter = 'd4;
                    next_state = COUNT;
                end
            end else if ( ds_n == 1'b0 ) begin
                if( cs == DEV_EEPROM ) begin
                    next_dtack_counter = 'd4;
                    next_state = COUNT;
                end else if( cs == DEV_RAM ) begin
                    next_state = DTACK;
                end
            end
        end
        COUNT: begin  
            if( dtack_counter == 'd0 ) begin
                next_state = DTACK;
            end else begin
                next_dtack_counter = dtack_counter - 1;
            end
        end
        DTACK: begin  
            if( ds_n == 1'b0 ) begin
                dtack_reg = 1'b0;
            end else begin
                next_state = IDLE;
            end
        end
    endcase
end
localparam CLK_DIV = 4;  
reg [CLK_DIV-1:0] clkgen_counter;
assign clk_from_cpld = clkgen_counter[CLK_DIV-1];
always @(posedge clk16)
begin
    clkgen_counter <= clkgen_counter + 'b1;    
end
initial begin
    clkgen_counter = 0;
    dtack_counter = 0;
end
endmodule
==> config.mk <==
export PLATFORM = sky130hd
export DESIGN_NAME = m68kdecoder
export DESIGN_NICKNAME = m68kdecoder
export VERILOG_FILES = /design/flow/design.v
export SDC_FILE = /design/flow/constraint.sdc
export NUM_CORES = 4
export LEC_CHECK = 1
export CORE_AREA = 10 10 81 81
export DIE_AREA = 0 0 91 91
==> reports/qor.txt <==
outcome -> stopped before the end
Failed at -> clock tree synthesis (4_1_cts)
tool error -> [error] [KeplerFormal.cpp:679] Workflow failed: Iso has multiple drivers: .dtack_n0, _108_.Y0
H-Tree Depth -> 1
post-synth design cell area -> 773 um2
setup bufs post-CTS -> 0
Chip Height -> 91 um
clk sinks -> 13
CTS Hold Buffers Added -> 0
Seq cells post-synth -> 13
TritonCTS Buffers -> 3
Post-synth ARST share -> 0
Die X -> 91 um
Syn Area/Cell -> 8.89 um2
Final HPWL DP -> 1.67 mm
clock buffer depth -> 2
dpl cells -> 178
number of enable flip-flop cells -> 3
routability cong. -> 0.782
PortBufs -> 26
Yosys chip area -> 773 um2
Yosys cell types -> 39
Seq share, synth -> 0.375
Ys Warns -> 2
Root Buffer -> clkbuf_8
# IOs -> 32
cts repair resizes -> 0
Dominant Register Cell -> dfxtp_1
synthesized instance count -> 87
ys cells -> 87
row count -> 25
Init Core Util -> 0.161
==> synth_stat cells, types with 2 or more instances <==
cell type,count,area share
nand2_1,11,0.053
dfxtp_1,10,0.26
a21oi_1,6,0.039
inv_1,6,0.029
nor2b_1,4,0.032
edfxtp_1,3,0.12
ha_1,3,0.049
nand3_1,3,0.019
nor3_1,3,0.019
a31oi_1,2,0.016
nand2b_1,2,0.016
nor2_1,2,0.0097
o211ai_1,2,0.019
o21bai_1,2,0.019
or2_1,2,0.016
or4_4,2,0.029
xnor2_1,2,0.023
==> cell families after synthesis <==
| family | synth area share |
|---|---|
| compound gates | 0.194 |
| fa+ha+maj | 0.0485 |
| flops | 0.375 |
| buf+inv | 0.0453 |
| xor+xnor | 0.0340 |
| other cells | 0.00485 |
| simple gates | 0.298 |
==> stage by stage <==
stage	setup WS (ns)	utilization	power (mW)	instance area, um2
detailed placement	0.823	0.229	0.156	1100
floorplan	1.88	-	0.131	773
global placement	0.843	0.229	0.156	1100
Power and IR drop assume default switching activity.
